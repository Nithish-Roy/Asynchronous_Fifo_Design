## design/flow/run.sh

```bash
#!/bin/bash
# OpenROAD 26Q1-2900-gdf79404cd8, Yosys 0.63+post, stock flow scripts
make -C /OpenROAD-flow-scripts/flow DESIGN_CONFIG=/design/flow/config.mk WORK_HOME=/design/flow/orfs finish
```

## design/flow/config.mk

```make
export PLATFORM = sky130hd
export DESIGN_NAME = asyn_fifo
export DESIGN_NICKNAME = asyn_fifo
export VERILOG_FILES = /design/flow/design.v
export SDC_FILE = /design/flow/constraint.sdc
export NUM_CORES = 4
export LEC_CHECK = 1
export CORE_UTILIZATION = 30
```

## design/flow/constraint.sdc

```tcl
current_design asyn_fifo

set clk_period 2.4
set clk_io_pct 0.2

create_clock -name clk0 -period $clk_period [get_ports {rd_clk}]
create_clock -name clk1 -period $clk_period [get_ports {wr_clk}]

set non_clock_inputs [all_inputs -no_clocks]
set_input_delay [expr $clk_period * $clk_io_pct] -clock clk0 $non_clock_inputs
set_output_delay [expr $clk_period * $clk_io_pct] -clock clk0 [all_outputs]
```

## design/flow/design.v

```verilog
module asyn_fifo #(parameter DEPTH = 16, WIDTH = 8) (
   input        wire                 wr_clk      ,
   input        wire                 wr_rstn     ,
   input        wire                 wr_en       ,
   input        wire                 rd_clk      ,
   input        wire                 rd_rstn     , 
   input        wire                 rd_en       ,
   input        wire    [WIDTH-1:0]  data_in     ,
   output       wire                 full        ,
   output       wire                 empty       ,
   output       wire    [WIDTH-1:0]  data_out     
    );
  localparam PTR_WIDTH = $clog2(DEPTH);
    wire        [PTR_WIDTH:0]   gr_wr_ptr   	;
 	wire        [PTR_WIDTH:0] 	bi_wr_ptr   	;	 
    wire      	[PTR_WIDTH:0]   gr_rd_ptr   	;
  	wire      	[PTR_WIDTH:0]	bi_rd_ptr   	;  	 
  	wire        [PTR_WIDTH:0]   gr_rd_ptr_sync	;
    wire        [PTR_WIDTH:0]   gr_wr_ptr_sync	;    
wr_ptr #(PTR_WIDTH) wr_pointer_handler (
  .wr_clk   ( wr_clk             )   ,        
  .wr_rstn  ( wr_rstn            )   ,        
  .wr_en    ( wr_en              )   ,        
  .gr_rd_ptr( gr_rd_ptr_sync     )   ,        
  .gr_wr_ptr( gr_wr_ptr          )   ,        
  .full     ( full               )   ,        
  .bi_wr_ptr( bi_wr_ptr          )            
); 
rd_ptr  #(PTR_WIDTH) rd_pointer_handler (
  .rd_clk   ( rd_clk             )   ,		  
  .rd_rstn  ( rd_rstn            )   ,		  
  .rd_en    ( rd_en              )   ,		  
  .gr_wr_ptr( gr_wr_ptr_sync     )   ,		  
  .gr_rd_ptr( gr_rd_ptr          )   ,		  
  .empty    ( empty              )   ,		  
  .bi_rd_ptr( bi_rd_ptr          )   		  
   );
  synchronizer #(PTR_WIDTH) sync_wr (
  .clk     (wr_clk               )    ,	 	 
  .rst_n   (wr_rstn              )    ,		 
  .data_in (gr_rd_ptr            )    ,  	 
  .data_out(gr_rd_ptr_sync       )    		 
    );
  synchronizer #(PTR_WIDTH) sync_rd (
  .clk     (rd_clk               )    ,		 
  .rst_n   (rd_rstn              )    ,		 
  .data_in (gr_wr_ptr            )    , 	 
  .data_out(gr_wr_ptr_sync       )    		 
    );
dp_ram #(DEPTH, WIDTH , PTR_WIDTH) dp_ram_memory (
       .wr_clk  (wr_clk          )     ,
       .wr_rstn (wr_rstn         )     ,
       .wr_en   (wr_en           )     ,
       .wr_addr (bi_wr_ptr       )     ,        
       .full	(full			 )	   ,
       .rd_clk  (rd_clk          )     ,
       .rd_rstn (rd_rstn         )     ,
       .rd_en   (rd_en           )     ,
       .rd_addr (bi_rd_ptr       )     ,        
  	   .empty	(empty			 )	    ,
       .data_in (data_in         )     ,
       .data_out(data_out        )     
    );
endmodule
module dp_ram #(parameter DEPTH = 8, WIDTH = 8, SIZE = 3) (
        input          wire                 wr_clk       ,
        input          wire                 wr_rstn      ,
        input          wire                 wr_en        ,
        input          wire     [SIZE:0]  wr_addr      ,        
       	input		   wire					full		 ,
        input          wire                 rd_clk       ,
        input          wire                 rd_rstn      ,
        input          wire                 rd_en        ,
        input          wire     [SIZE:0]  rd_addr      ,
  		input		   wire					empty		 ,
        input          wire     [WIDTH-1:0] data_in      ,
        output         reg      [WIDTH-1:0] data_out     
    );
            integer i   ;
            reg [WIDTH-1:0] memory [DEPTH-1:0]  ;
            always @(posedge wr_clk or negedge wr_rstn) begin 
                if(!wr_rstn) begin 
                end
              else if(wr_en && !full) begin 
                memory[wr_addr[SIZE-1:0]] <= data_in;
                end
            end
            always @(posedge rd_clk or negedge rd_rstn) begin 
                if (!rd_rstn) begin 
                    data_out <= {WIDTH{1'b0}};
                end
              else if(rd_en && !empty) begin 
                data_out <= memory[rd_addr[SIZE-1:0]];
                end
            end
endmodule
module rd_ptr #(parameter SIZE  = 3) (
    input   wire                rd_clk      ,
    input   wire                rd_rstn     ,
    input   wire                rd_en       ,
    input   wire    [SIZE:0]    gr_wr_ptr   ,
    output  reg     [SIZE:0]    gr_rd_ptr   ,
    output  reg                 empty       ,
  	output  reg     [SIZE:0]  bi_rd_ptr   
   );
    wire    [SIZE:0]   gr_rd_ptr_nxt    ;
    wire    [SIZE:0]   bi_rd_ptr_nxt    ;
    wire               r_empty          ;
  assign bi_rd_ptr_nxt = bi_rd_ptr + (rd_en & !empty)        ;	
  assign gr_rd_ptr_nxt = (bi_rd_ptr_nxt >> 1) ^ bi_rd_ptr_nxt ;
  assign r_empty  =  (gr_wr_ptr == gr_rd_ptr_nxt) ;
        always @(posedge rd_clk or negedge rd_rstn) begin
            if (!rd_rstn) begin 
                bi_rd_ptr   <=  0   ;
                gr_rd_ptr   <=  0   ;
            end
          else  begin
                bi_rd_ptr   <=  bi_rd_ptr_nxt   ;
                gr_rd_ptr   <=  gr_rd_ptr_nxt   ;
            end
        end
        always @(posedge rd_clk or negedge rd_rstn) begin 
              if(!rd_rstn) begin 
                  empty     <=      1'b1    ;
              end
              else begin 
                  empty     <=     r_empty  ;
              end
         end
endmodule
module synchronizer #(parameter SIZE = 3) (
    input   wire                    clk         ,
    input   wire                    rst_n       ,
    input   wire     [SIZE:0]     	data_in     , 
    output  reg      [SIZE:0]     	data_out    
    );
        reg [SIZE:0] syn_reg ;
  always @(posedge clk) begin
    if(!rst_n) begin
                        syn_reg 	<= 	0	;
                        data_out 	<= 	0	;
                end
                else begin
                     syn_reg    <= data_in	;
                     data_out   <= syn_reg	;   
                end
            end
endmodule
module wr_ptr #(parameter SIZE=3) (
    input   wire                    wr_clk      ,        
    input   wire                    wr_rstn     ,        
    input   wire                    wr_en       ,        
    input   wire    [SIZE:0]        gr_rd_ptr   ,        
    output  reg     [SIZE:0]        gr_wr_ptr   ,        
    output  reg                     full        ,        
    output  reg     [SIZE:0]      bi_wr_ptr            
);        
      wire   [SIZE:0] gr_wr_ptr_nxt           ;        
      wire   [SIZE:0] bi_wr_ptr_nxt           ;        
      wire              w_full                  ;        
  assign  bi_wr_ptr_nxt = bi_wr_ptr + (wr_en & !full)          ;        
     assign  gr_wr_ptr_nxt = (bi_wr_ptr_nxt >> 1) ^ bi_wr_ptr_nxt  ;        
        always @(posedge wr_clk or negedge wr_rstn) begin 
            if(!wr_rstn) begin                                                
                bi_wr_ptr   <=   0      ;
                gr_wr_ptr   <=   0      ; 
            end
            else begin                                                       
                gr_wr_ptr   <=  gr_wr_ptr_nxt   ;                          
                bi_wr_ptr   <=  bi_wr_ptr_nxt   ; 
            end
        end
        always @(posedge wr_clk or negedge wr_rstn) begin
          if (!wr_rstn) begin                                              
                full    <=     0           ; 
            end
            else begin									 
                full    <=     w_full      ;
            end
        end
  assign  w_full     =   (gr_wr_ptr_nxt == {(~gr_rd_ptr[SIZE:SIZE-1]), gr_rd_ptr[SIZE-2:0]});      
endmodule
```

==> summary.rpt <==
IMPLEMENTATION SUMMARY REPORT
----------------------------------------------------
[Global route]
  Number of global-route vias before repair ........................ 4545
  Overall fraction of global-route tracks in use ........................ 0.144
  Maximum number of pins on one net before global-route repair ........................ 46
  Global-route wire length before repair ........................ 25200 um
  Total congestion overflow ........................ 0
  Number of antenna violations at the first check in global routing ........................ 0

[Yosys]
  Total cell area reported by yosys after synthesis ........................ 7180 um^2
  Yosys Instances ........................ 495
  Area fraction in full adders, half adders and majority gates ........................ 0.00871
  Basic-gate share of the synthesized area counting and, or, nand and nor cells ........................ 0.121
  Main flop type after synthesis ........................ edfxtp_1
  Count of library flops with an enable pin ........................ 128
  Comb area leader ........................ simple AND/OR/NAND/NOR gates
  Synth Cell Area ........................ 7180 um^2
  Xor/xnor share of the synthesized area ........................ 0.0354
  Post-synthesis area per instance ........................ 14.5 um^2
  Distinct lib cells ........................ 65
  Post-synthesis share of cell area spent on and-or and or-and gates ........................ 0.0751
  Asr flop ratio synth ........................ 0.159
  Multiplexer area fraction after synthesis ........................ 0.0413
  Syn Inst Count ........................ 495
  Fraction of the yosys area taken by sequential cells ........................ 0.689
  Synth warnings ........................ 5
  Flop and latch count out of synthesis ........................ 176

[Placement]
  Instance count after placement with tap cells included ........................ 851
  Post-Place Cell Area ........................ 8000 um^2
  Number of input and output port buffers inserted ........................ 22
  Routability congestion estimate from global placement ........................ 0.900
  DP HPWL ........................ 10300 um

[Route]
  Initial detailed-routing violation count ........................ 331
  Routed via count ........................ 4237
  WL final ........................ 15800 um
  Antenna diode count ........................ 0
  Drt via density ........................ 4.78
  Router iterations before antenna repair ........................ 5
  Routed length per placed instance ........................ 17.8 um
  DRC violation count after routing ........................ 0
  DRT antenna net count ........................ 0

[CTS]
  # hold bufs at CTS ........................ 0
  # Post-CTS Setup Buffers ........................ 0
  TritonCTS clock tree ........................ yes
  Clock net sink count ........................ 176
  CTS clk-pin slew, worst paths ........................ 0.07 ns
  Post-CTS sizing ........................ 0

[Finish]
  Most common cell after layout, fill and taps aside ........................ edfxtp_1
  Top library cells by usage in the layout, fill and taps aside ........................ 128 x edfxtp_1, 41 x buf_4, 25 x dfrtp_1
  Post-route non-filler standard cell count ........................ 887
  Max FFs per register ........................ 128
  Layout overhead on the synthesized area ........................ 20.3%
  Share of final-layout standard cells stronger than drive strength 1 ........................ 0.165
  Count of fill cells added during filler insertion ........................ 2142
  Final core area utilization ........................ 0.368
  Post-route standard cell area excluding fillers ........................ 8640 um^2

[Setup path]
  Reg-to-reg critical path startpoint ........................ rd_pointer_handler.empty$_DFF_PN1_
  CP arrival ........................ 2.41 ns
  R2R setup slack ........................ 0.29 ns
  Setup Crit Path Kind ........................ in -> reg
  R2r endpoint ........................ rd_pointer_handler.empty$_DFF_PN1_
  Worst setup SP type ........................ primary input
  Slowest Stage Delay on Critical Path ........................ 0.46 ns
  Worst Setup SP ........................ rd_en
  Depth of the worst register-to-register path ........................ 8
  Element type at the critical path end ........................ register
  Crit Path Max Fanout ........................ 3
  Critical Path, Cell by Cell ........................ clkdlybuf4s50_1, nand2b_1, inv_1, ha_1, ha_2, nand3_1, xor2_1, or3_1, a221oi_2
  Cell at the slowest stage of the critical path ........................ clkdlybuf4s50_1
  Data required time at the worst endpoint ........................ 2.58 ns

[Hold path]
  Worst hold path class ........................ reg -> reg
  Hold Path Sink ........................ sync_wr.syn_reg[3]$_SDFF_PN0_
  Min-delay src ........................ rd_pointer_handler.gr_rd_ptr[3]$_DFF_PN0_
  Worst hold stages ........................ 1

[Power and ir drop]
  Leakage power figure ........................ 3.03 nW
  Worst ir drop on vdd ........................ 0.585 mV
  Pwr/cell area ........................ 1190 nW/um^2

[Timing]
  Final-report max-slew violation count ........................ 0
  Final worst clock skew ........................ 0.0100 ns
  Final tally of setup violations ........................ 0
  Endpoints failing hold ........................ 0
  Slew of the pin with the lowest slew margin ........................ 0.691 ns
  Slew margin rel. ........................ 0.538
  Setup TNS ........................ 0 ns
  Setup repair after global routing missed its margin ........................ no

[Run]
  Number of logged tool warnings ........................ 27
  Maxcap violations ........................ 0

[Floorplan]
  Ports ........................ 24
  Core Area ........................ 23500 um^2
  Die Width ........................ 157 um
  Fp util ........................ 0.306
  Num rows ........................ 56
  Die Span Y ........................ 157 um
  Die footprint ........................ 24600 um^2

[Status]
  Run status ........................ finished, final reports clean

----------------------------------------------------
==> worst max-delay path by stage <==
stage	endpoint	slack, ns
after global routing	rd_pointer_handler.empty$_DFF_PN1_	0.03
after CTS	rd_pointer_handler.empty$_DFF_PN1_	0.14
final	rd_pointer_handler.empty$_DFF_PN1_	0.16
==> report_power, final <==
group | leakage [nW] | internal [mW] | switching, mW
clock | 0.298 | 1.61 | 1.20
sequential | 1.65 | 3.71 | 0.317
combinational | 1.09 | 1.63 | 1.85
total | 3.03 | 6.96 | 3.37
==> cell usage after synthesis (all sizes together) (3+ instances only) <==
library cell	instances	share of area
a21oi	6	0.0042
and2	23	0.020
dfxtp	20	0.056
o31a	3	0.0037
mux2i	24	0.033
nand2	17	0.0089
edfxtp	128	0.54
a22oi	5	0.0052
xor2	8	0.0098
a31oi	12	0.010
nand3b	16	0.017
nor2	21	0.011
nand2b	8	0.0070
dfrtp	27	0.094
nor4bb	4	0.0056
nand3	15	0.011
o21ai	15	0.010
ha	5	0.0087
o22ai	9	0.0078
buf	26	0.022
nor2b	7	0.0061
mux2	3	0.0047
nor3	4	0.0028
a221oi	5	0.0078
inv	12	0.0063
a21boi	4	0.0042
clkbuf	3	0.0016
or3	12	0.010
xnor2	14	0.019
==> metal layers <==
| layer | wire length, um | track usage |
|---|---|---|
| met1 | 6720 | 0.201 |
| met2 | 7060 | 0.212 |
| met3 | 1700 | 0.0716 |
| met4 | 338 | 0.0280 |
| met5 | 0 | 0 |
==> kinds of logic (layout without fill, tap and decap cells) <==
kind of cell,after synthesis,after routing
xor+xnor,24,24
mux,28,28
flops,176,176
compound gates,76,76
simple gates,145,145
buf+inv,41,114
fa+ha+maj,5,5
==> cell type report <==
type	instances	area, um^2	area share
well taps	319	399	0.0462
multi-input cells	278	2030	0.234
repair buffers	66	588	0.0681
flip-flops and latches	176	4950	0.573
clock inverters	15	108	0.0125
clock buffers	21	526	0.0608
inverters	12	45.0	0.00521
==> per-stage QoR <==
stage	setup slack, ns	total power, mW	hold slack (ns)
after CTS	0.137	10.4	0.312
after global placement	-0.0930	7.47	0.430
after detailed placement	-0.151	7.51	0.418
final	0.163	10.3	0.325
after global routing	0.0331	10.9	0.327
after floorplan	0.0149	6.29	0.184
==> worst max-delay path, delay by kind of cell <==
kind	cells	cell delay, ns
AND/OR/NAND/NOR	3	0.54
XOR/XNOR	1	0.17
AND-OR/OR-AND	1	0.28
adder cells (fa/ha/maj)	2	0.41
buffers and inverters	2	0.54
No activity file was given, so power comes from the tool's default toggle rates.
